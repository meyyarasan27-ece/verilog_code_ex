[/design/flow/config.mk]
export PLATFORM = sky130hd
export DESIGN_NAME = asynchronous_fifo
export DESIGN_NICKNAME = asynchronous_fifo
export VERILOG_FILES = /design/flow/design.v
export SDC_FILE = /design/flow/constraint.sdc
export NUM_CORES = 4
export LEC_CHECK = 1
export CORE_UTILIZATION = 30
[/design/flow/constraint.sdc]
current_design asynchronous_fifo

set clk_period 3.4
set clk_io_pct 0.2

create_clock -name clk0 -period $clk_period [get_ports {rd_clk}]
create_clock -name clk1 -period $clk_period [get_ports {wr_clk}]

set non_clock_inputs [all_inputs -no_clocks]
set_input_delay [expr $clk_period * $clk_io_pct] -clock clk0 $non_clock_inputs
set_output_delay [expr $clk_period * $clk_io_pct] -clock clk0 [all_outputs]
[/design/flow/design.v]
`timescale 1ns / 1ps
module asynchronous_fifo #(parameter integer DATA_WIDTH = 8 ,
                           parameter integer DEPTH = 4)(wr_clk,rd_clk,wr_reset,rd_reset,wr_en,rd_en,wr_data,rd_data,full,empty);
input wire wr_clk ,rd_clk ,wr_reset ,rd_reset ;
input wire wr_en ,rd_en ;
input wire [DATA_WIDTH -1 : 0]wr_data ;
output reg [DATA_WIDTH - 1 :0 ]rd_data ;
output wire full ,empty ;
localparam integer POINTER_DEPTH = $clog2(DEPTH) ;
reg [POINTER_DEPTH  :  0]rd_ptr , wr_ptr ;
reg [DATA_WIDTH-1  : 0 ]mem[0 : DEPTH - 1] ;
reg [POINTER_DEPTH  : 0 ]wr_gray ,rd_gray ;
reg [POINTER_DEPTH  : 0 ]wr_gray_sync1 ,wr_gray_sync2 ;
reg [POINTER_DEPTH  : 0 ]rd_gray_sync1 ,rd_gray_sync2 ;
always @(posedge wr_clk or posedge wr_reset)begin
  if(wr_reset)begin
    wr_ptr <= 0 ;
    wr_gray <= 0 ;
  end
  else begin
    if(wr_en && !full)begin
      mem[wr_ptr[POINTER_DEPTH-1:0]] <= wr_data ;
      wr_ptr <= wr_ptr + 1 ;
      wr_gray <= binaryToGray(wr_ptr + 1) ;
    end
  end
end
function [POINTER_DEPTH : 0] binaryToGray(input [POINTER_DEPTH : 0]wr_gray) ;
binaryToGray = (wr_gray >> 1)^wr_gray ;
endfunction
always @(posedge rd_clk or posedge rd_reset)begin
  if(rd_reset)begin
    rd_ptr <= 0 ;
    rd_data <= 0 ;
    rd_gray <= 0 ;
  end
  else begin
    if(rd_en && !empty)begin
      rd_data <= mem[rd_ptr[POINTER_DEPTH -1 : 0]] ;
      rd_ptr <= rd_ptr + 1 ;
      rd_gray <= binaryToGray(rd_ptr + 1);
    end
  end
end
always @(posedge wr_clk or posedge wr_reset)begin
 if(wr_reset)begin
   rd_gray_sync1 <= 0 ;
   rd_gray_sync2 <= 0 ;
 end
 else begin
   rd_gray_sync1 <= rd_gray ;
   rd_gray_sync2 <= rd_gray_sync1 ;
 end
end
always @(posedge rd_clk or posedge rd_reset)begin
 if(rd_reset)begin
   wr_gray_sync1 <= 0 ;
   wr_gray_sync2 <= 0 ;
 end
 else begin
   wr_gray_sync1 <= wr_gray ;
   wr_gray_sync2 <= wr_gray_sync1 ;
 end
end
assign empty = (rd_gray == wr_gray_sync2);
assign full =  (binaryToGray(wr_ptr + 1) == {~rd_gray_sync2[POINTER_DEPTH : POINTER_DEPTH -1 ], rd_gray_sync2[POINTER_DEPTH-2 : 0 ]});
endmodule
[/design/flow/run.sh]
#!/bin/bash
# OpenROAD 26Q1-2900-gdf79404cd8, Yosys 0.63+post, stock flow scripts
make -C /OpenROAD-flow-scripts/flow DESIGN_CONFIG=/design/flow/config.mk WORK_HOME=/design/flow/orfs finish
==> Changelog: implementation <==
### Implementation results

* Clk slew on worst S/H paths at 80 ps
* Vias in the first global route at 1,471
* Async set-reset flop share out of synthesis at 48.39%
* Startpoint Class: flip-flop
* Die X at 93.90 um
* Synth warn at 2
* Final setup viols at 0
* Std cell rows at 33
* FF-to-FF setup slack at 980 ps
* Worst vdd ir at 0.0003713 V
* Crit path DRT at 2720 ps
* Cell Type Count at 31
* Initial antenna violation count at 0
* CTS tree: built
* Slew @ Worst Pin at 700.3 ps
* Largest net degree at the start of global routing at 24
* Post-synthesis cell count at 179
* Cells along the critical path: inv_1, ha_1, xor3_4, nand2_4, nor2_1, clkdlybuf4s50_1
* Ys cells at 179
* Total grt overflow at 0
* DR vias/cell at 4.394
* Total area of sequential cells at 1712 um2
* Max Fanout on Critical Path at 6
* GR Util met1 at 16.17%
* Vias post-DR at 1,384
* Post-route ant nets at 0
* Slowest stage delay, CP at 510 ps
* Number of synthesized flops with an enable pin at 32
* Status: completed
* Final wirelength at 4.044 mm
* Ant. Diodes at 0
* Post-synth regs at 62
* Final core occ at 37.28%
* Resized cells post-CTS at 0
* Die Height at 93.90 um
* Main flop type: edfxtp_1
* Max-slew violations at 0
* Clk sinks at 62
* Leakage at 0.001194 uW
* Num ports at 24
* RSZ-0062 raised after global routing: no
* TNS Setup at 0 ps
* Max Cap Viol at 0
* DRC at 0
* Hold Crit Class: flip-flop to flip-flop
* Synthesized area at 2534 um2
* Buffers on Ports at 22
* Fillers at 781
* Area of the chip at 8817 um2
* Power Dens Cells at 994.9 nW/um2
* Slew HR at 53.26%
* Met2 Track Usage GR at 17.21%
* Core ar. at 8175 um2
* Yosys stat chip area at 2534 um2
* Critical path class: flip-flop to output port
* Post-CTS setup buffer count at 0
* Total GRT Usage at 10.95%
* Share of cells above drive strength 1 at 12.38%
* Grt peak-use layer: met2
* Final hold vios at 0
* Cell area leaders: edfxtp_1 (38%), dfrtp_1 (30%), ha_1 (4.0%), a222oi_1 (3.2%), xor2_1 (2.4%)
* Fp_density at 30.99%
* Detailed router's first-iteration violation count at 93
* Max-area cell share at 37.93%
* Synth Seq Share at 67.56%
* Hold-fix buffers at CTS at 0
* Dpl hpwl at 2.897 mm
* Post-Syn Area per Cell at 14.15 um2
* Drt wl/cell at 12.84 um
* Tool warning count at 32
* Post-synth top area cell: edfxtp_1
* First-pass GRT wire length at 7.169 mm
* GRT met3 Usage at 2.551%
* Crit path capture type: output port
* Highest-delay cell along the critical path: xor3_4
* Layout area overhead at 20.30%
* Critical path arrival at 2360 ps
* Clock Skew at 4.439 ps
* Comb. cell area at 758.2 um2
* GPL Wtd Cong at 0.8429
* Iteration tally of the first detailed-router pass at 7
[placed cells by master, fill, tap and decap left out, types with 2 or more instances in the layout]
master and n:
a21oi_1 12, a222oi_1 8, buf_4 5, clkbuf_8 8, clkdlybuf4s50_1 22, clkinv_2 2, dfrtp_1 30, edfxtp_1 32
ha_1 8, inv_1 8, nand2_1 12, nand3_1 2, nor2_1 11, nor3_1 3, nor3b_1 5, o21ai_0 9
o21ai_1 3, xnor2_1 6, xor2_1 7, xor2_2 2
[layer usage]
metal | wire [um] | vias up
met2 | 1904 | 26
met3 | 171 | 7
li1 | - | 695
met5 | 0 | -
met1 | 1852 | 656
met4 | 115 | 0
[final cells by class]
class | count | area share, %
clock buffers | 8 | 3.612
clock inverters | 4 | 1.601
inverters | 8 | 0.9852
multi-input cells | 101 | 24.88
flip-flops and latches | 62 | 56.16
well taps | 105 | 4.310
repair buffers | 27 | 8.456
[sequential cells by signal, summed over array words and instances, names as in the netlist]
| signal | cells |
|---|---|
| wr_gray_sync2 | 3 |
| wr_ptr | 3 |
| wr_gray_sync1 | 3 |
| rd_gray_sync2 | 3 |
| wr_gray | 2 |
| rd_gray | 3 |
| rd_gray_sync1 | 3 |
| rd_data | 8 |
| rd_ptr | 2 |
| mem | 32 |
[worst max-delay path, delay by kind of cell, from the launching register on]
| family | cells | cell delay (ps) |
|---|---|---|
| xor+xnor | 1 | 510 |
| fa+ha+maj | 1 | 420 |
| flops | 1 | 460 |
| buf+inv | 2 | 500 |
| simple gates | 2 | 170 |
[Yosys cell counts, types with 2 or more instances]
| cell | number |
|---|---|
| o21ai_1 | 3 |
| nor2_1 | 11 |
| o21ai_0 | 9 |
| nand3_1 | 2 |
| nand2_1 | 12 |
| nor3b_1 | 5 |
| xnor2_1 | 6 |
| xor2_2 | 2 |
| edfxtp_1 | 32 |
| clkbuf_1 | 5 |
| inv_1 | 8 |
| buf_2 | 3 |
| nor3_1 | 3 |
| dfrtp_1 | 30 |
| xor2_1 | 7 |
| a21oi_1 | 12 |
| a222oi_1 | 8 |
| ha_1 | 8 |
[per-stage QoR]
stage / setup WS, ps / power, uW / area [um2] / std cells / hold WS (ps)
finish: 364.3 / 3032 / 3048 / 315 / 348.7
global route: 242.9 / 3281 / 3048 / 315 / 358.1
CTS: 348.3 / 3080 / 3048 / 315 / 351.1
detailed placement: 684.3 / 2526 / 2889 / 303 / 334.7
global placement: 700.0 / 2514 / 2889 / 303 / 331.8
floorplan: 715.0 / 2157 / 2534 / 179 / 331.2
[path summary, 6_finish.rpt]
| kind | start | to | cells after the start |
|---|---|---|---|
| max | wr_ptr[0] | full | 6 |
| min | wr_gray_sync1[1] | wr_gray_sync2[1] | 0 |
| max reg2reg | wr_ptr[0] | mem[2][2] | 7 |
| min reg2reg | wr_gray_sync1[1] | wr_gray_sync2[1] | 0 |
| max in group clk1 | wr_ptr[0] | mem[2][2] | 7 |
| max in group asynchronous | rd_reset | rd_data[4] | 2 |
| min in group clk1 | rd_gray_sync1[1] | rd_gray_sync2[1] | 0 |
| min in group asynchronous | wr_reset | wr_ptr[0] | 2 |
[cells by family (layout without fill, tap and decap cells)]
logic type | count (synthesis) | in the layout | synth area share (%)
mux | 2 | 2 | 0.8395
compound gates | 36 | 36 | 9.581
flops | 62 | 62 | 67.56
fa+ha+maj | 8 | 8 | 3.951
buf+inv | 16 | 47 | 2.518
xor+xnor | 18 | 18 | 8.494
simple gates | 37 | 37 | 7.062
[report_power, final]
part | total (uW) | internal (uW) | switching [uW]
clock network | 533 | 300 | 234
registers | 1180 | 1030 | 149
logic | 1320 | 652 | 667
total | 3030 | 1980 | 1050
No activity file was given, so power comes from the tool's default toggle rates.
