===== config.mk =====
export PLATFORM = sky130hd
export DESIGN_NAME = fpga_top
export DESIGN_NICKNAME = fpga_top
export VERILOG_FILES = /design/flow/design.v
export SDC_FILE = /design/flow/constraint.sdc
export NUM_CORES = 4
export LEC_CHECK = 1
export CORE_UTILIZATION = 40

===== constraint.sdc =====
current_design fpga_top

set clk_period 6.1
set clk_io_pct 0.2

create_clock -name clk0 -period $clk_period [get_ports {clk_50mhz}]

set non_clock_inputs [all_inputs -no_clocks]
set_input_delay [expr $clk_period * $clk_io_pct] -clock clk0 $non_clock_inputs
set_output_delay [expr $clk_period * $clk_io_pct] -clock clk0 [all_outputs]

===== design.v =====
`timescale 1ns / 1ps
module alu #(parameter integer WIDTH = 8)(a,b,alu_sel,result,           
                                          carry,zero,overflow,
                                          remainder,quotient,
                                          div_by_zero );     
input wire [WIDTH-1 : 0]a,b ;
input wire [3 : 0 ]alu_sel ;
output reg [WIDTH-1 : 0]result ;
output reg [WIDTH-1 : 0]remainder ;
output reg [WIDTH-1 : 0]quotient ;
output reg div_by_zero ;
output reg carry,overflow ;
output wire zero ;
reg [WIDTH : 0 ]temp_storage ;
localparam integer MULTIPLE_TEMP_WIDTH = 2 * WIDTH ;
reg [MULTIPLE_TEMP_WIDTH-1 : 0]temp_multiple_storage ;
always @(*)begin
  result = 0 ;
  carry = 0 ;
  overflow = 0 ;
  temp_storage = 0 ;
  remainder = 0 ;
  quotient = 0 ;
  div_by_zero = 0;
  temp_multiple_storage = 0 ;
  case(alu_sel)
    4'b0000 : begin  
             temp_storage = a+b ;
             result = temp_storage[WIDTH-1 : 0] ;
             carry = temp_storage[WIDTH] ;
             overflow = carry ;
             end
    4'b0001 : begin  
             temp_storage = a-b ;
             result = temp_storage[WIDTH-1 : 0]; 
             carry = temp_storage[WIDTH] ;
             overflow = ~carry ;
             end
    4'b0010 : begin  
             temp_multiple_storage = a*b ;
             result = temp_multiple_storage[WIDTH-1 : 0] ;
             overflow = | temp_multiple_storage[MULTIPLE_TEMP_WIDTH-1 : WIDTH];
             end
    4'b0011 : begin  
             if (b == 0) begin
               div_by_zero = 1;
             end
             else begin
               quotient  = a / b ;
               remainder = a % b ;
             end
             end
    4'b0100 : result = a & b ;  
    4'b0101 : result = a | b ;  
    4'b0110 : result = a ^ b ;  
    4'b0111 : result = ~a ;  
    4'b1000 : result = a << 1 ;  
    4'b1001 : result = a >> 1 ;  
    default : result = 0 ;
  endcase
end
assign zero = (result == 0 ) ;
endmodule
`timescale 1ns / 1ps
module baud_rate_gen #(parameter integer BAUD_RATE = 9600 ,
                      parameter integer CLK_FREQ = 50_000_000)(clk,reset,baud_tick);
input wire clk ,reset ;
output reg baud_tick ;
localparam integer BAUD_COUNT = (CLK_FREQ / (BAUD_RATE));
reg [$clog2(BAUD_COUNT) - 1 : 0 ]baud_cntr ;
always @(posedge clk or posedge reset)begin
   if(reset) begin
     baud_cntr  <= 1'b0 ;
     baud_tick <= 1'b0 ;
   end 
   else if(baud_cntr == BAUD_COUNT - 1)begin
     baud_cntr <= 1'b0 ;
     baud_tick <= 1'b1 ;
   end
   else begin
    baud_tick <= 1'b0 ;
    baud_cntr <= baud_cntr + 1 ;
   end
end
endmodule
`timescale 1ns / 1ps
module digit_lock(
    input clk,
    input reset,
    input [7:0] rx_data,
    input rx_done,
    output reg auth
);
reg [1:0]  count;
reg [31:0] entered;
always @(posedge clk or posedge reset) begin
    if (reset) begin
        auth    <= 0;
        count   <= 0;
        entered <= 0;
    end
    else if (rx_done && auth == 0) begin
        entered <= {entered[23:0], rx_data};
        count   <= count + 1;
        if (count == 3) begin
            if ({entered[23:0], rx_data} == "1416")
                auth <= 1;
            count <= 0;
        end
    end
end
endmodule
`timescale 1ns / 1ps
module fpga_top(clk_50mhz,reset_btn,uart_rx,uart_tx,led);
input  wire clk_50mhz ;
input  wire reset_btn ;
input  wire uart_rx   ;
output wire uart_tx   ;  
output wire [3:0] led ;
wire auth;
wire tx_busy;
top_module_project uut (
    .clk(clk_50mhz),
    .reset(reset_btn),
    .rx_in(uart_rx),
    .tx_out(uart_tx),
    .auth_out(auth),
    .tx_busy_out(tx_busy));
assign led[0] = auth;         
assign led[1] = tx_busy;      
assign led[2] = ~reset_btn;   
assign led[3] = uart_rx;      
endmodule
`timescale 1ns / 1ps
module top_module_project(clk, reset,rx_in, tx_out,auth_out,tx_busy_out);
input  wire clk         ;
input  wire reset       ;
input  wire rx_in       ;
output wire tx_out      ;
output wire auth_out    ;     
output wire tx_busy_out ;
    wire [7:0] rx_data;
    wire rx_valid;
    wire parity_error;
    wire auth;
    reg  [7:0] alu_a, alu_b;
    reg  [3:0] alu_sel;
    wire [7:0] alu_result;
    wire carry, zero, overflow;
    wire [7:0] remainder, quotient;
    wire div_by_zero;
    reg  [7:0] tx_data;
    reg  tx_start;
    wire tx_busy;
    reg [2:0] state;
localparam WAIT_PASS = 3'd0,
           GET_A     = 3'd1,
           GET_B     = 3'd2,
           GET_OP    = 3'd3,
           SEND_RES  = 3'd4;
    uart_rx uart_rx_inst (
        .clk(clk),
        .reset(reset),
        .rx_in(rx_in),
        .rx_data(rx_data),
        .rx_valid(rx_valid),
        .parity_error(parity_error)
    );
    digit_lock lock_inst (
        .clk(clk),
        .reset(reset),
        .rx_data(rx_data),
        .rx_done(rx_valid),
        .auth(auth)
    );
    alu alu_inst (
        .a(alu_a),
        .b(alu_b),
        .alu_sel(alu_sel),
        .result(alu_result),
        .carry(carry),
        .zero(zero),
        .overflow(overflow),
        .remainder(remainder),
        .quotient(quotient),
        .div_by_zero(div_by_zero)
    );
    uart_tx uart_tx_inst (
        .clk(clk),
        .reset(reset),
        .tx_data(tx_data),
        .tx_start(tx_start),
        .tx_out(tx_out),
        .tx_busy(tx_busy)
    );
    always @(posedge clk or posedge reset) begin
        if (reset) begin
            state <= WAIT_PASS;
            alu_a <= 0;
            alu_b <= 0;
            alu_sel <= 0;
            tx_data <= 0;
            tx_start <= 0;
        end else begin
            tx_start <= 0;  
            case (state)
                WAIT_PASS: begin
                    if (auth)
                        state <= GET_A;
                end
                GET_A: begin
                    if (rx_valid) begin
                        alu_a <= rx_data;
                        state <= GET_B;
                    end
                end
                GET_B: begin
                    if (rx_valid) begin
                        alu_b <= rx_data;
                        state <= GET_OP;
                    end
                end
                GET_OP: begin
                    if (rx_valid) begin
                        alu_sel <= rx_data[3:0];
                        state <= SEND_RES;
                    end
                end
                SEND_RES: begin
                    if (!tx_busy) begin
                        tx_data <= alu_result;
                        tx_start <= 1;
                        state <= GET_A;   
                    end
                end
            endcase
        end
    end
    assign auth_out    = auth;
    assign tx_busy_out = tx_busy;
endmodule
`timescale 1ns / 1ps
module uart_rx #(parameter integer DATA = 8)(clk,reset,rx_in,rx_data,rx_valid,parity_error);
input wire clk ,reset , rx_in ;
output reg [DATA-1 : 0]rx_data ;
output reg rx_valid ,parity_error ;
wire baud_tick ;
baud_rate_gen tick_generator(.clk(clk), .reset(reset), .baud_tick(baud_tick));
reg [$clog2(DATA) : 0]bit_cnt ;
reg [DATA-1 : 0]shift_register ;
reg [2:0]state ;
reg parity_check ;
localparam integer IDLE = 3'b000 ,
                   START = 3'b001 ,
                   DATA_STATE = 3'b010 ,
                   PARITY_STATE = 3'b100 ,
                   STOP = 3'b101 ;
always @(posedge clk or posedge reset)
begin
     if(reset)begin
        state <= IDLE ;
        parity_error <= 1'b0 ;
        rx_valid <= 1'b0 ;
        bit_cnt <= 0 ;
        shift_register <= 0 ;
     end
     else begin 
          rx_valid <= 1'b0 ;
          case(state)
            IDLE : begin
                     if(rx_in == 1'b0) 
                          state <= START ;
                   end   
            START : begin 
                      if(baud_tick)begin
                        if(rx_in == 1'b0)begin
                           bit_cnt <= 1'b0 ;
                           parity_check <= 1'b0 ;
                           parity_error <= 1'b0 ;
                           state <= DATA_STATE ;
                        end
                        else 
                           state <= IDLE ;
                      end                    
                    end
            DATA_STATE : begin
                           if(baud_tick)begin
                             shift_register <= {rx_in,shift_register[DATA-1 : 1]} ;
                             parity_check <= parity_check ^ rx_in ;
                             if(bit_cnt == DATA-1)begin
                                bit_cnt <= 0 ;
                                state <= PARITY_STATE ;
                             end
                             else begin
                                bit_cnt <= bit_cnt + 1 ;
                             end
                           end
                         end
            PARITY_STATE : begin
                            if(baud_tick)begin
                            state <= STOP ;
                              if(parity_check != rx_in)
                                parity_error <= 1'b1 ;
                            end
                          end 
            STOP : begin
                     if(baud_tick)begin
                       if(rx_in == 1)begin
                          rx_data <= shift_register ;
                          rx_valid <= 1'b1 ;
                       end 
                       state <= IDLE ;
                     end  
                   end       
          endcase
     end
end
endmodule
`timescale 1ns / 1ps
module uart_tx #(parameter integer DATA = 8)(clk,reset,tx_data,tx_start,tx_out,tx_busy);
input wire clk ,reset,tx_start ;
input wire [DATA - 1 : 0 ]tx_data ;
output reg tx_out ,tx_busy ;
wire baud_tick  ;
reg parity_bit ;
reg [$clog2(DATA) : 0 ]bit_cnt  ;
reg [DATA-1:0]shift_register ;
reg [2:0]state    ;
baud_rate_gen tick_generator(.clk(clk), .reset(reset), .baud_tick(baud_tick));
localparam IDLE  =  3'b000  ,
           START =  3'b001  ,
           DATA_STATE  =  3'b010 ,
           PARITY_STATE = 3'b011 ,
           STOP  =  3'b100  ;
always @(posedge clk or posedge reset)
begin
     if(reset)begin
       state <= IDLE   ;
       tx_busy <= 1'b0 ;
       tx_out <= 1'b1  ;
       bit_cnt <= 0    ;
       shift_register <= 0;  
       parity_bit <= 0;  
     end
     else  begin
     if(baud_tick)begin
       case(state)
         IDLE : begin
                tx_out <= 1'b1  ;
                tx_busy <= 1'b0 ;
                if(tx_start) begin
                  tx_busy <= 1'b1 ;
                  shift_register <= tx_data ;
                  parity_bit <= ^tx_data ;
                  bit_cnt <= 0   ;
                  state <= START ;
                end
                end
         START : begin
                   tx_out  <= 1'b0 ;
                   state   <=  DATA_STATE ;
                 end       
        DATA_STATE : begin
                       tx_out <= shift_register[0] ;
                       shift_register <= shift_register >> 1 ;
                       if(bit_cnt == DATA - 1)begin
                         state   <= PARITY_STATE ;
                         bit_cnt <= 1'b0 ;
                       end
                       else begin
                        bit_cnt <= bit_cnt + 1 ;
                       end
                     end
        PARITY_STATE : begin
                       tx_out <= parity_bit ;
                       state  <= STOP ;
                       end
        STOP : begin
                tx_out <= 1'b1  ;
                tx_busy <= 1'b1 ;
                state <= IDLE   ;
               end
       endcase
     end
     end
end
endmodule

===== run.sh =====
#!/bin/bash
# OpenROAD 26Q1-2900-gdf79404cd8, Yosys 0.63+post, stock flow scripts
make -C /OpenROAD-flow-scripts/flow DESIGN_CONFIG=/design/flow/config.mk WORK_HOME=/design/flow/orfs finish

==> results.tsv <==
stage	metric	value	unit
grt	vias in the first global route	5209	
synthesis	Mean Syn Cell Area	10.7	um^2
timing	Final min period	4130	ps
power	VDD IR-drop max	0.000161	V
timing	Rel. slew slack	0.491	
timing	Fin. Hold Viols	0	
route	WL final	15300	um
layout	Final Cell Area	0.00846	mm^2
layout	Top Layout Cells	123 x dfrtp_1, 72 x nand2_1, 61 x mux2_2, 58 x inv_1, 49 x nor2_1	
power	Psw	431	uW
floorplanning	core area	0.0187	mm^2
floorplanning	I/O pin total	8	
synthesis	Yosys warnings	6	
synthesis	Seq/Total Area, Yosys	0.449	
critical_path	Reg2Reg Launch Point	uut.alu_b[4]	
route	via-per-instance ratio	5.28	
placed_design	Placer Congestion	0.941	
power	Sw Share	0.225	
synthesis	ys async rst share	0.941	
clock_network	Late-Pin Clk Latency	410	ps
synthesis	Cell Type Count	63	
grt	Tot GR Track Use	0.173	
layout	non-filler cells, final	962	
critical_path	critical path class	reg -> reg	
hold_path	HP Class	reg -> reg	
synthesis	post-synth top area cell	dfrtp_1	
route	antenna viol nets, final	0	
floorplanning	Chip Area	0.0196	mm^2
synthesis	Post-synth area hogs	dfrtp_1 40%, mux2_2 9.0%, ha_1 7.4%	
placed_design	placed cells	930	
route	ant diodes	0	
layout	Area growth syn-to-layout	11.0	%
floorplanning	die width	140	um
route	DR iter-0 viols	291	
timing	RSZ-0062 raised after global routing	no	
clock_network	Root Driver	clkbuf_16	
timing	setup ws final	1970	ps
critical_path	Worst Path Required	6360	ps
clock_network	post-CTS sizing	0	
grt	initial antenna violation count	0	
layout	fillers	1663	
placed_design	I/O Buffers	7	
timing	Highest Clock Rate	0.242	GHz
critical_path	CP startpoint	uut.alu_b[4]	
clock_network	H-tree levels	4	
flow_run	max cap viols	0	
grt	global route overflow	0	
synthesis	synthesized cell area	0.00762	mm^2
layout	most frequent logic cell in the layout	dfrtp_1	
floorplanning	# rows	50	
run_status	outcome	completed	
clock_network	CTS Sinks	135	
clock_network	Post-CTS Setup Bufs	0	
synthesis	ys cells	714	
clock_network	Post-CTS Hold Fix Bufs	0	
hold_path	min-delay src	uut.uart_rx_inst.shift_register[0]	
grt	pin count of the biggest net entering global routing	64	
clock_network	CTS Buf Count	17	
power	Power Total	1.92	mW
placed_design	pre-CTS setup slack	1960	ps
floorplanning	Die Y	140	um
clock_network	CTS tree	done	
floorplanning	Core Util at FP	0.407	
synthesis	Top cell area share	0.404	
timing	Slew Viols, Final	0	
synthesis	Yosys reg bits	135	
layout	share of cells above drive strength 1	0.151	
power	clock power share	0.518	
critical_path	path depth of the worst reg2reg path	14	
critical_path	Max Fanout on Critical Path	9	
critical_path	Crit. End Element	flip-flop	
power	PD cells	227	mW/mm^2
layout	end-of-flow core utilization	0.452	
route	DR WL/cell	15.9	um
timing	Tightest Pin Transition	763	ps
timing	clk_skew	11.2	ps
power	leak pwr	3.92	nW
synthesis	Mapped Cells	714	
clock_network	clk slew on worst S/H paths	60	ps
hold_path	hold path depth	0	
power	Comb pwr share	0.011	
synthesis	yosys stat area	0.00762	mm^2
timing	setup TNS	0	ps
route	DRC violations left	0	
critical_path	CP startpoint kind	flip-flop	
route	via count	5082	
power	Flop pwr share	0.471	
synthesis	Dominant flop cell	dfrtp_1	
grt	first-pass GRT wire length	26500	um
synthesis	EDFF count, synth	8	
route	DRT Pass-1 Iters	5	
clock_network	Clock Path Buffers	2	
timing	crit share post-route	0.676	
flow_run	OpenROAD warning count	34	
placed_design	Post-DP Area	0.00787	mm^2
timing	# setup viols final	0	
placed_design	Final HPWL DP	10800	um
power	Internal	1.48	mW
critical_path	Worst EP arrival	4390	ps
timing	Min Hold Slack	453	ps
## flip-flops by register name, indices dropped and copies added, names as in the netlist, 3 cells and up, named ones only
name / cells
uut.alu_b: 8
uut.uart_tx_inst.state: 4
uut.uart_rx_inst.state: 4
uut.tx_data: 8
uut.uart_rx_inst.rx_data: 8
uut.lock_inst.entered: 24
uut.alu_a: 8
uut.uart_rx_inst.bit_cnt: 4
uut.uart_tx_inst.bit_cnt: 4
uut.uart_rx_inst.shift_register: 8
uut.uart_rx_inst.tick_generator.baud_cntr: 13
uut.uart_tx_inst.shift_register: 8
uut.alu_sel: 4
uut.uart_tx_inst.tick_generator.baud_cntr: 13
uut.state: 3
## cells in the mapped netlist, drive strengths merged, types with 2 or more instances
library cell	count
a21o	7
a21oi	19
a221o	4
a221oi	3
a22o	7
a31oi	3
a32oi	2
a41o	2
and2	4
and3	8
buf	19
clkbuf	10
dfrtp	123
dfstp	4
edfxtp	8
fa	13
ha	45
inv	59
mux2	61
mux2i	11
nand2	72
nand2b	5
nand3	22
nand4	6
nor2	49
nor2b	7
nor3	6
nor3b	2
nor4	3
nor4b	5
nor4bb	3
o211ai	2
o21ai	31
o221ai	2
o22a	3
o22ai	7
o31ai	4
xnor2	38
xor2	20
## area by class of cell
cell class	instances	area [um^2]	area share
Tap cell	234	293	0.0346
Inverter	59	224	0.0265
Clock inverter	15	161	0.0191
Sequential cell	135	3420	0.405
Clock buffer	17	425	0.0503
Multi-Input combinational cell	491	3830	0.453
Timing Repair Buffer	11	100	0.0118
## per-layer routing
metal	vias to the layer above	wire length (um)	global-route usage
met2	109	7040	0.262
met4	0	176	0.0197
met5	-	0	0
li1	2469	-	-
met1	2490	7430	0.275
met3	14	660	0.0341
## cells by family after synthesis
| kind of cell | Yosys count | synth area share |
|---|---|---|
| AND/OR/NAND/NOR | 197 | 0.126 |
| flip-flops | 135 | 0.449 |
| AND-OR/OR-AND | 106 | 0.0951 |
| buffers and inverters | 88 | 0.0484 |
| multiplexers | 72 | 0.105 |
| XOR/XNOR | 58 | 0.0686 |
| adder cells (fa/ha/maj) | 58 | 0.108 |
## power by group through the flow
stage                 Sequential [mW]  Combinational, mW  Clock, mW
after CTS                       0.903             0.0228       1.02
after global routing            0.902             0.0252       1.06
final                           0.903             0.0213      0.992
## critical path, cell delays in order, from the launching register on
cell and delay [ps]:
dfrtp_1 530, nand2_1 140, fa_1 470, fa_1 550
inv_1 50, fa_1 470, inv_1 50, fa_1 520
inv_1 40, ha_1 310, a21oi_1 220, xnor2_2 150
xnor2_1 120, a221oi_1 310, a21oi_1 60
## worst paths after layout
path	end	slack, ps
worst min register to register	uut.uart_rx_inst.rx_data[0]	450
worst min-delay path	uut.uart_rx_inst.rx_data[0]	450
max in group asynchronous	uut.lock_inst.entered[14]	3870
worst max-delay path	uut.tx_data[7]	1970
worst max register to register	uut.tx_data[7]	1970
min in group asynchronous	uut.alu_b[3]	1140
Power is estimated from default activity; no workload was simulated.
