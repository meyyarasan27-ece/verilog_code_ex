<file path="design/flow/run.sh">
#!/bin/bash
# OpenROAD 26Q1-2900-gdf79404cd8, Yosys 0.63+post, stock flow scripts
make -C /OpenROAD-flow-scripts/flow DESIGN_CONFIG=/design/flow/config.mk WORK_HOME=/design/flow/orfs finish
</file>
<file path="design/flow/config.mk">
export PLATFORM = sky130hd
export DESIGN_NAME = synchronous_fifo
export DESIGN_NICKNAME = synchronous_fifo
export VERILOG_FILES = /design/flow/design.v
export SDC_FILE = /design/flow/constraint.sdc
export NUM_CORES = 4
export LEC_CHECK = 1
export CORE_UTILIZATION = 30
</file>
<file path="design/flow/constraint.sdc">
current_design synchronous_fifo

set clk_period 2.6
set clk_io_pct 0.2

create_clock -name clk0 -period $clk_period [get_ports {clk}]

set non_clock_inputs [all_inputs -no_clocks]
set_input_delay [expr $clk_period * $clk_io_pct] -clock clk0 $non_clock_inputs
set_output_delay [expr $clk_period * $clk_io_pct] -clock clk0 [all_outputs]
</file>
<file path="design/flow/design.v">
`timescale 1ns / 1ps
module synchronous_fifo #(parameter integer DATA_WIDTH = 8,
                          parameter integer DEPTH = 4)(clk,reset,wr_en,rd_en,wr_data,rd_data,full,empty);
input wire clk ,reset ;
input wire [DATA_WIDTH-1 :0]wr_data ;
input wire wr_en , rd_en ;
output reg [DATA_WIDTH-1 : 0]rd_data ;
output wire full ,empty ;
reg [DATA_WIDTH-1 : 0]mem[0 : DEPTH-1] ;
localparam integer ADD_WIDTH = $clog2(DEPTH) ;
reg [ADD_WIDTH-1 : 0]rd_ptr ,wr_ptr ;
reg [ADD_WIDTH : 0 ]count ;
always @(posedge clk or posedge reset)begin
  if(reset)begin
    wr_ptr <= 0 ;
  end
  else begin
    if(wr_en && !full)begin
       mem[wr_ptr] <= wr_data ;
       wr_ptr <= wr_ptr + 1 ;
    end
  end
end
always @(posedge clk or posedge reset)begin
  if(reset)begin
    rd_ptr <= 0 ;
    rd_data <= 0 ;
  end
  else begin
    if(rd_en && !empty)begin
      rd_data <= mem[rd_ptr] ;
       rd_ptr <= rd_ptr + 1 ;
    end
  end
end
always @(posedge clk or posedge reset)begin
   if(reset)begin
     count <= 0 ;
   end
   else if((wr_en && !full ) && !(rd_en && !empty))begin
      count <= count + 1 ;
   end
   else if((rd_en && !empty) && !(wr_en && !full))begin
      count <= count - 1 ;
   end
   else 
     count <= count ;
end
assign full = (count == DEPTH);
assign empty = (count == 0);
endmodule
</file>
==> run_summary.xml <==
<?xml version="1.0" encoding="UTF-8"?>
<metrics>
  <group name="power_and_ir_drop">
    <metric name="power-per-cell-area" unit="nW/um^2">991</metric>
    <metric name="total_leakage_power" unit="nW">0.887</metric>
    <metric name="total_power" unit="mW">2.30</metric>
    <metric name="vdd_ir_drop_max" unit="V">0.000383</metric>
  </group>
  <group name="detailed_routing">
    <metric name="vias" unit="">1074</metric>
    <metric name="iter_0_drt_violations" unit="">26</metric>
    <metric name="drt_pre_antenna_iters" unit="">4</metric>
    <metric name="drc" unit="">0</metric>
    <metric name="viasPerCell" unit="">4.69</metric>
    <metric name="antenna_cells" unit="">0</metric>
    <metric name="wirelength" unit="um">3210</metric>
    <metric name="drt.antenna.violating_nets" unit="">0</metric>
    <metric name="wl_per_cell" unit="um">14.0</metric>
  </group>
  <group name="floorplan">
    <metric name="cell_row_count" unit="">29</metric>
    <metric name="fp_util" unit="">0.310</metric>
    <metric name="chipArea" unit="um^2">6850</metric>
    <metric name="die_h" unit="um">82.7</metric>
    <metric name="floorplan.io_pins" unit="">22</metric>
    <metric name="design.core.area" unit="um^2">6310</metric>
    <metric name="die_w" unit="um">82.7</metric>
  </group>
  <group name="timing">
    <metric name="finalCritPeriodShare" unit="">0.798</metric>
    <metric name="grt_setup_unrepaired" unit="">false</metric>
    <metric name="fin_worst_hold_slack" unit="ps">480</metric>
    <metric name="fin_setup_tns" unit="ps">0</metric>
    <metric name="final.setup_skew" unit="ps">7.09</metric>
    <metric name="fin_crit" unit="ps">2070</metric>
    <metric name="timing.final.ws_setup" unit="ps">526</metric>
    <metric name="tightestPinTransition" unit="ps">626</metric>
    <metric name="fmax" unit="MHz">482</metric>
    <metric name="timing.final.setup_violations" unit="">0</metric>
    <metric name="final-hold-violation-count" unit="">0</metric>
    <metric name="slew_headroom" unit="">0.582</metric>
    <metric name="final-max-slew-violation-count" unit="">0</metric>
  </group>
  <group name="cts">
    <metric name="cts_made_buffers" unit="">5</metric>
    <metric name="clk-insertion-delay-late" unit="ps">290</metric>
    <metric name="cts_setup_buffers" unit="">0</metric>
    <metric name="cts_tree" unit="">yes</metric>
    <metric name="cts-htree-levels" unit="">2</metric>
    <metric name="hold_buffers" unit="">0</metric>
    <metric name="clk_transition_reported_paths" unit="ps">80</metric>
    <metric name="cts.root.buffer_cell" unit="">clkbuf_8</metric>
    <metric name="post_cts_resized" unit="">0</metric>
    <metric name="number_of_sinks_on_the_clock_net" unit="">47</metric>
    <metric name="cts_buffer_depth" unit="">2</metric>
  </group>
  <group name="setup_path">
    <metric name="worst_flop_to_flop_path_startpoint" unit="">count[0]$_DFFE_PP0P_</metric>
    <metric name="timing.critical_path.arrival" unit="ps">1550</metric>
    <metric name="reg2reg_depth" unit="">7</metric>
    <metric name="critical_path.startpoint_type" unit="">register</metric>
    <metric name="timing.setup.critical_path_class" unit="">reg2out</metric>
    <metric name="reg2reg_to" unit="">count[1]$_DFFE_PP0P_</metric>
    <metric name="timing.critical_path.required" unit="ps">2080</metric>
    <metric name="critPathCaptureType" unit="">output port</metric>
    <metric name="path_max_fanout" unit="">5</metric>
    <metric name="reg2reg_slack" unit="ps">530</metric>
  </group>
  <group name="layout">
    <metric name="drive_gt1_frac" unit="">0.0987</metric>
    <metric name="final_core_util" unit="">0.368</metric>
    <metric name="flow.area_growth_from_synthesis" unit="%">18.9</metric>
  </group>
  <group name="synth">
    <metric name="post_synth.cell_area_avg" unit="um^2">15.4</metric>
    <metric name="ys_cells" unit="">127</metric>
    <metric name="synth.lib_cells_used.distinct" unit="">24</metric>
    <metric name="register_share_after_synthesis" unit="">0.683</metric>
    <metric name="synth_largest_type_area_fraction" unit="">0.491</metric>
    <metric name="largest_area_cell" unit="">edfxtp_1</metric>
    <metric name="syn_inst" unit="">127</metric>
    <metric name="synth_chip_area" unit="um^2">1960</metric>
    <metric name="ys.warnings.count" unit="">2</metric>
    <metric name="synthesis.area" unit="um^2">1960</metric>
    <metric name="ys_seq_elements" unit="">47</metric>
    <metric name="synthTopCellsByArea" unit="">edfxtp_1, dfrtp_1, ha_1</metric>
  </group>
  <group name="global_routing">
    <metric name="track_usage" unit="">0.110</metric>
    <metric name="grt_pass1_vias" unit="">1107</metric>
    <metric name="overflow" unit="">0</metric>
    <metric name="number_of_antenna_violations_at_the_first_check_in_global_routing" unit="">0</metric>
    <metric name="pin_count_of_the_biggest_net_entering_global_routing" unit="">19</metric>
    <metric name="grt_first_pass_wirelength" unit="um">5260</metric>
  </group>
  <group name="hold_path">
    <metric name="min-delay-start" unit="">rd_data[5]$_DFFE_PP0P_</metric>
    <metric name="worst_hold_path.endpoint" unit="">rd_data[5]$_DFFE_PP0P_</metric>
    <metric name="holdCritPathClass" unit="">reg2reg</metric>
    <metric name="min_path_cells" unit="">1</metric>
  </group>
  <group name="placement">
    <metric name="detailedPlacementHpwl" unit="um">2120</metric>
    <metric name="buffer_ports.inserted" unit="">21</metric>
    <metric name="gpl.final_weighted_congestion" unit="">0.746</metric>
    <metric name="dp_slack" unit="ps">308</metric>
  </group>
  <group name="run_status">
    <metric name="outcome" unit="">complete, no violations</metric>
  </group>
  <group name="run">
    <metric name="stage_log_warnings" unit="">31</metric>
    <metric name="cap_violations" unit="">0</metric>
  </group>
</metrics>
==> placed cells by master (no fill, tap or decap), types with 4 or more instances in the layout <==
| cell type | synthesis | routed |
|---|---|---|
| inv_1 | 7 | 7 |
| a211oi_1 | 8 | 8 |
| a21oi_1 | 8 | 8 |
| clkdlybuf4s50_1 | 0 | 21 |
| clkbuf_8 | 0 | 5 |
| edfxtp_1 | 32 | 32 |
| dfrtp_1 | 15 | 15 |
| nor2b_1 | 8 | 8 |
| a21o_1 | 8 | 8 |
| a22oi_1 | 8 | 8 |
| ha_1 | 9 | 9 |
| and2_1 | 4 | 4 |
==> worst max-delay path, cell delays in order, from the launching register on <==
cell,delay (ps)
dfrtp_1,490
nor3b_2,280
clkdlybuf4s50_1,500
==> registers in the layout, indices dropped and copies added, names as in the netlist <==
register / count
count: 3
wr_ptr: 2
rd_data: 8
mem: 32
rd_ptr: 2
==> cell type report <==
type | count | area [um^2]
fillers | 597 | 3990
flip-flops and latches | 47 | 1340
multi-input cells | 68 | 564
repair buffers | 22 | 218
well taps | 77 | 96.3
clock buffers | 5 | 68.8
inverters | 7 | 26.3
clock inverters | 3 | 15.0
==> kinds of logic (layout without fill, tap and decap cells) <==
logic type,Yosys count,count (layout),share of synthesized area
adders and majority gates,10,10,0.0678
xor gates and xnor gates,5,5,0.0224
buffers and inverters,12,37,0.0281
DFF,47,47,0.683
muxes,3,3,0.0173
and+or+nand+nor,17,17,0.0576
AOI/OAI and AO/OA,33,33,0.123
==> stage by stage <==
stage	cells	cell area, um^2
4_1_cts	229	2320
6_report	229	2320
3_5_place_dp	221	2240
3_3_place_gp	221	2240
5_1_grt	229	2320
2_1_floorplan	127	1960
==> worst max path at each step <==
| stage | slack [ps] | end | startpoint | cells after the start |
|---|---|---|---|---|
| final | 530 | full | count[0]$_DFFE_PP0P_ | 2 |
| after global routing | 400 | count[1]$_DFFE_PP0P_ | count[0]$_DFFE_PP0P_ | 7 |
| after CTS | 500 | full | count[0]$_DFFE_PP0P_ | 2 |
==> layer usage <==
metal	track usage	routed length, um	vias up	share of wire
met2	0.172	1560	39	0.49
met4	0.0190	68	0	0.021
li1	-	-	512	-
met3	0.0624	253	7	0.079
met1	0.138	1320	516	0.41
met5	0	0	-	0
==> cell usage after synthesis <==
cell,count
xnor2_1,3
inv_1,7
nor2_1,1
buf_6,1
nor2b_1,8
edfxtp_1,32
and2_1,4
ha_1,9
o31ai_4,1
clkbuf_1,2
a21o_1,8
nor3b_1,1
buf_2,1
nor3_1,1
a21oi_1,8
nand2b_2,1
nor3b_2,1
xor2_1,2
mux2_2,3
fa_1,1
dfrtp_1,15
a211oi_1,8
clkbuf_2,1
a22oi_1,8
==> power breakdown <==
group | total [mW] | internal (mW) | switching [mW]
combinational | 0.787 | 0.430 | 0.357
sequential | 1.11 | 0.979 | 0.132
clock | 0.405 | 0.184 | 0.221
Power figures rest on the tool's default switching activity, not on a simulated workload.
